==> /design/flow/design.v <==
module sm_control #(
    WIDTH = 16
)(
    input logic start_in, product_msb_in, clock, reset_in,
    input logic [1:0] signal_bit_in,
    input logic [WIDTH - 1:0] multiplier_in,
    output logic multiplicand_comp_out, multiplicand_wr_out,
    output logic [1:0] multiplicand_shift_out,
    output logic multiplier_comp_out, multiplier_wr_out,
    output logic signal_bit_wr_out, product_wr_out,
    output logic multiplicand_reset_out, multiplier_reset_out,
    output logic product_reset_out, signal_bit_reset_out,
    output logic product_comp_out,
    output logic done_out, overflow_out
);
    localparam 
        _IDLE = 2'b00,
        _RESET = 2'b01,
        _COMPLEMENT = 2'b10,
        _PRODUCT_INCREMENT = 2'b11;
    logic [1:0] current_state, next_state = _RESET;
    logic signal_bit_read = 1'b0, mult_finished = 1'b1, mult_rq = 1'b0, shift = 1'b0;
    int pos = 0;
    always_ff @(posedge start_in or posedge mult_finished or negedge reset_in) 
    begin
        if(!reset_in)
            mult_rq <= 1'b0;
		else
        begin
            if(mult_finished)
                mult_rq <= !mult_rq;
            else
                mult_rq <= 1'b1;
        end
    end
	always_ff @(negedge clock or negedge reset_in)
	begin
        if(!reset_in)
		    current_state <= _RESET;
		else
		    current_state <= next_state;
	end
    always_comb
	begin
		case(current_state)		
			_IDLE:
			begin
                if(mult_rq)
				    next_state <= _RESET;
                else
                    next_state <= _IDLE;
			end	
			_RESET: 
			begin
                if(mult_rq)
				    next_state <= _COMPLEMENT;
                else
                    next_state <= _IDLE;
			end
			_COMPLEMENT:
			begin
                if(signal_bit_read)
				    next_state <= _PRODUCT_INCREMENT;
                else
                    next_state <= _COMPLEMENT;
			end
            _PRODUCT_INCREMENT:
			begin
                if(mult_finished)
				    next_state <= _IDLE;
                else
                    next_state <= _PRODUCT_INCREMENT;
			end
		endcase
	end
  always_ff @(negedge clock)
    begin
        case(current_state)
            _IDLE:
            begin
                multiplicand_comp_out   <= 1'b0;
                multiplicand_wr_out    <= 1'b0;
                multiplicand_shift_out <= 2'b00;
                multiplier_comp_out     <= 1'b0; 
                multiplier_wr_out      <= 1'b0;
                signal_bit_wr_out      <= 1'b0;
                product_wr_out         <= 1'b0;
                multiplicand_reset_out <= 1'b0;
                multiplier_reset_out   <= 1'b0;
                product_reset_out      <= 1'b0;
                signal_bit_reset_out   <= 1'b0;
                product_comp_out        <= 1'b0;
            end
            _RESET:
            begin
                multiplicand_comp_out   <= 1'b0;
                multiplicand_wr_out    <= 1'b0;
                multiplicand_shift_out <= 2'b00;
                multiplier_comp_out     <= 1'b0; 
                multiplier_wr_out      <= 1'b0;
                signal_bit_wr_out      <= 1'b0;
                product_wr_out         <= 1'b0;
                multiplicand_reset_out <= 1'b1;
                multiplier_reset_out   <= 1'b1;
                product_reset_out      <= 1'b1;
                signal_bit_reset_out   <= 1'b1;
                product_comp_out        <= 1'b0;
                pos = 0;
                signal_bit_read <= 1'b0;
                done_out <= 1'b0; 
                overflow_out <= 1'b0;
            end
            _COMPLEMENT:
            begin
                if(!signal_bit_read)
                begin
                    multiplicand_comp_out   <= 1'b0;
                    multiplicand_wr_out    <= 1'b0;
                    multiplier_comp_out     <= 1'b0; 
                    multiplier_wr_out      <= 1'b0;
                    signal_bit_wr_out      <= 1'b1;
                    mult_finished <= 1'b0;
                    signal_bit_read   <= 1'b1;
                end
                else
                begin
                    if(signal_bit_in[1])
                        multiplicand_comp_out   <= 1'b1;
                    else
                        multiplicand_comp_out   <= 1'b0;
                    multiplicand_wr_out    <= 1'b1;
                    if(signal_bit_in[0])
                        multiplier_comp_out   <= 1'b1;
                    else
                        multiplier_comp_out   <= 1'b0;
                    multiplier_wr_out      <= 1'b1;
                    signal_bit_wr_out <= 1'b0;
                    shift <= 0;
                end
                multiplicand_shift_out <= 2'b00;
                product_wr_out         <= 1'b0;
                multiplicand_reset_out <= 1'b0;
                multiplier_reset_out   <= 1'b0;
                product_reset_out      <= 1'b0;
                signal_bit_reset_out   <= 1'b0;
                product_comp_out        <= 1'b0;
            end
            _PRODUCT_INCREMENT:
            begin
                if(pos<WIDTH)
                    begin
                    if(shift)
                    begin
                        pos++;
                        multiplicand_shift_out <= 2'b10;
                        product_wr_out <= 1'b0;
                        shift <= 1'b0;
                    end
                    else
                    begin
                        multiplicand_shift_out <= 2'b00;
                        if(multiplier_in[pos])
                        begin
                            product_wr_out <= 1'b1;
                        end
                        else
                        begin
                            product_wr_out <= 1'b0;
                        end
                        shift <= 1'b1;
                    end
                end
                else
                begin
                    multiplicand_shift_out <= 2'b00;
                    product_wr_out <= 1'b0;
                    product_comp_out <= signal_bit_in[1] ^ signal_bit_in[0];  
                    overflow_out    <= product_msb_in;
                    done_out        <= 1'b1;
                    mult_finished   <= 1'b1;
                end
                multiplicand_comp_out   <= 1'b0;
                multiplicand_wr_out    <= 1'b0;
                multiplier_comp_out     <= 1'b0; 
                multiplier_wr_out      <= 1'b0;
                signal_bit_wr_out      <= 1'b0;
                multiplicand_reset_out <= 1'b0;
                multiplier_reset_out   <= 1'b0;
                product_reset_out      <= 1'b0;
                signal_bit_reset_out   <= 1'b0;    
            end
        endcase
    end    
endmodule
==> /design/flow/run.sh <==
#!/bin/bash
# OpenROAD 26Q1-2900-gdf79404cd8, Yosys 0.63+post, stock flow scripts
make -C /OpenROAD-flow-scripts/flow DESIGN_CONFIG=/design/flow/config.mk WORK_HOME=/design/flow/orfs finish
==> /design/flow/config.mk <==
export PLATFORM = sky130hd
export DESIGN_NAME = sm_control
export DESIGN_NICKNAME = sm_control
export VERILOG_FILES = /design/flow/design.v
export SDC_FILE = /design/flow/constraint.sdc
export NUM_CORES = 4
export LEC_CHECK = 1
export CORE_UTILIZATION = 50
==> /design/flow/constraint.sdc <==
current_design sm_control

set clk_period 1.4
set clk_io_pct 0.2

create_clock -name clk0 -period $clk_period [get_ports {clock}]
create_clock -name clk1 -period $clk_period [get_ports {start_in}]

set non_clock_inputs [all_inputs -no_clocks]
set_input_delay [expr $clk_period * $clk_io_pct] -clock clk0 $non_clock_inputs
set_output_delay [expr $clk_period * $clk_io_pct] -clock clk0 [all_outputs]
==> deck_impl_summary.md <==
Physical Implementation Snapshot

Power
  – Power per cell area: 730 mW/mm2
  – Leakage power: 2.03 nW
  – Worst vdd ir: a little over 0.7 mV

Logic synthesis
  – Synth top area cells: edfxtp_1 42%, dfxtp_1 5.2%, mux4_2 3.4%
  – Yosys synthesis chip area: 0.00269 mm2
  – Synth Instances: 255
  – Cell variety after synth: 42
  – Area leader share: 42.5%
  – Ys cells: 255
  – Synth Flop Type: edfxtp_1
  – Count of library flops with an enable pin: 38
  – Async SR Flop Fraction: between 10% and 20%
  – Area leader, netlist: edfxtp_1
  – Post-Syn Area per Cell: around 11 um2
  – Synth Register Bits: 50
  – Synth warn: 4
  – Synth Cell Area: 0.00269 mm2
  – Seq/Total Area, Yosys: 52.7%

Clock network
  – Clk pin slew, worst setup/hold paths: 0.06 ns
  – Number of buffers created by CTS: 5
  – CTS root buffer: clkbuf_8
  – H-tree depth: 2
  – TritonCTS clock tree: done
  – Longest Clk Path Bufs: 2
  – CTS Hold Bufs: 0

Routing
  – Post-DRT Antenna Nets: 0
  – Diode count: 0
  – Drt drc: 0
  – DR pass1 iterations: 4
  – Via density: 5.52
  – Per-cell routed wire length: between 15 and 20 um
  – Vias: 2678
  – Final wirelength: a little under 8 mm
  – Detailed router's first-iteration violation count: between 100 and 150

Die
  – Core ar.: 0.00514 mm2
  – Row count: 26
  – Chip area: 0.00567 mm2
  – I/O Pins: 37
  – Chip width: 75.3 um
  – DIE HEIGHT: between 70 and 80 um
  – Pre-Place Util: between 50% and 60%

Hold path
  – Hold Crit Class: reg2reg
  – Hold path cells: 1

Outcome
  – Status: complete, but fails checks
  – Failing checks: negative setup slack

Final timing
  – Slew Limit Fails: 0
  – Clock Skew: 0.0865 ns
  – Fin. Hold Viols: 0
  – Post-route setup TNS: -49.18 ns
  – Final WS setup: -0.839 ns
  – Hold_ws: 0.530 ns
  – Endpoints failing setup: 82
  – RSZ-0062 raised after global routing: yes

Layout
  – Register area: about 0.0014 mm2
  – Logic area: 0.00165 mm2
  – Fin cells: 485
  – Top cells excl fill/tap: 59 x buf_4, 54 x inv_1, 38 x edfxtp_1
  – Fillers: 207
  – Commonest Layout Cell: buf_4
  – Share of cells above drive strength 1: between 40% and 50%
  – Area added between synthesis and finish: 70.8%

Global routing
  – Busiest grt layer: met1
  – Global-route wire length before repair: 11.0 mm
  – Largest net degree at the start of global routing: 30
  – Met1 Usage GRT: 41.9%
  – M3 GR Usage: around 9.7%
  – Antenna violations before repair: 0
  – Grt ovf: 0
  – GRT Total Usage: a little over a quarter
  – Vias in the first global route: 2452
  – GR Util met2: 40.3%

Critical path
  – Crit. End Element: flip-flop
  – CP max-delay cell: edfxtp_1
  – Ordered list of cells on the worst path: nor4_2 > nand4_1 > o21ba_4 > a2111oi_4 > buf_4 > clkbuf_16
  – Critical path type: reg2reg
  – Critical Path Start Type: flip-flop
  – Largest stage delay on the critical path: 0.45 ns
  – Worst-case reg-to-reg path depth: 6
  – Req. time, crit path: 2.18 ns
  – Crit Path Max Fanout: 8
  – Critical path arrival: 3.02 ns

Placement
  – HPWL after DPL: 4.00 mm
  – Port Buffer Count: 34
  – Placed cells: 407
  – Gp weighted congestion: 0.849

Job
  – MaxCap Viol Count: 0
  – Count of tool warnings: 79
path summary, 6_finish.rpt:
| path | from | end | slack (ns) |
|---|---|---|---|
| min | shift | multiplicand_shift_out[1] | 0.53 |
| min in group asynchronous | mult_rq | mult_rq | 0.60 |
| min reg2reg | shift | multiplicand_shift_out[1] | 0.53 |
| max reg2reg | pos[11] | pos[21] | -0.84 |
| max | pos[11] | pos[21] | -0.84 |
| max in group asynchronous | mult_finished | mult_rq | -0.31 |
cell usage after synthesis, types with 6 or more instances:
library cell and instances:
a21oi_1 17, buf_4 6, clkbuf_1 9, dfxtp_1 7, edfxtp_1 38, inv_1 9
nand2_1 17, nand3_1 12, nor2_1 17, nor3_1 6, nor4_1 14, o21ai_0 11
o31ai_1 9, or3_1 8, or4_1 10, xnor2_1 10
per-layer routing:
metal	wire length [um]	vias up	share of wire [%]
li1	-	1284	-
met1	3670	1286	46
met2	3750	97	47
met3	439	11	5.5
met4	91	0	1.1
met5	0	-	0
flip-flops by register name, summed over array words and instances, names as in the netlist:
name / count
product_comp_out: 1
signal_bit_read: 1
mult_rq: 1
overflow_out: 1
done_out: 1
mult_finished: 1
multiplicand_shift_out: 1
multiplier_comp_out: 1
multiplier_wr_out: 1
signal_bit_reset_out: 1
shift: 1
current_state: 4
product_wr_out: 1
signal_bit_wr_out: 1
pos: 32
multiplicand_comp_out: 1
cells by family (layout without fill, tap and decap cells):
| group | Yosys count | after routing | share of synthesized area, % |
|---|---|---|---|
| AOI/OAI and AO/OA | 43 | 43 | 9.59 |
| adders and majority gates | 1 | 1 | 0.466 |
| muxes | 10 | 10 | 5.64 |
| xor gates and xnor gates | 12 | 12 | 3.91 |
| other | 2 | 2 | 0.280 |
| DFF | 50 | 50 | 52.7 |
| buffers and inverters | 27 | 186 | 4.75 |
| and+or+nand+nor | 110 | 111 | 22.7 |
power by group:
| group | internal, mW | total [mW] | switching (mW) | leakage [nW] |
|---|---|---|---|---|
| Sequential | 1.59 | 1.60 | 0.00261 | 0.565 |
| Clock | 0.710 | 1.68 | 0.966 | 0.304 |
| Combinational | 0.0546 | 0.0763 | 0.0217 | 1.16 |
what timing repair did:
item / in CTS / in global routing
gates resized: 141 / 50
cloned: 3 / 1
setup buffers: 28 / 10
pin swaps: 38 / 29
setup endpoints to repair: 83 / 87
final cells by class:
cell class | instances | share of cell area [%]
clock buffer | 5 | 1.50
clock inverter | 49 | 4.72
inverter | 8 | 0.654
multi-input combinational | 179 | 35.9
sequential | 50 | 30.9
tap | 70 | 1.91
timing repair buffer | 124 | 24.5
worst max-delay path: cells and delay by family (launching register included):
family | cells | cell delay (ns)
buf+inv | 2 | 0.35
simple gates | 2 | 0.46
flops | 1 | 0.45
compound gates | 2 | 0.67
metrics by stage:
stage	area (um2)	util (%)	power, mW	worst slack, ns
3_5_place_dp	3680	71.5	1.91	-1.07
5_1_grt	4590	89.3	3.57	-0.939
6_report	4590	89.3	3.35	-0.839
2_1_floorplan	2850	-	1.84	-1.32
4_1_cts	4400	85.6	3.28	-0.819
3_3_place_gp	3680	71.5	1.91	-1.05
Power and IR drop assume default switching activity.
