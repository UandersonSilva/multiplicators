File: flow/design.v
module alu_c #(
        parameter WIDTH = 16
    )
    (
        input logic [WIDTH - 1:0] alu_A_in, alu_B_in,
        input logic  alu_op_in,
        output logic [WIDTH - 1:0] alu_out,
        output logic alu_Z_out, alu_N_out, alu_C_out
    );
    localparam _add = 1'b0, _sub = 1'b1;
    always_comb
    begin
        if(alu_op_in)
            {alu_C_out, alu_out} = alu_A_in - alu_B_in;
        else
            {alu_C_out, alu_out} = alu_A_in + alu_B_in;
        if(alu_out=={WIDTH{1'b0}})
            alu_Z_out <= 1'b1;
        else
            alu_Z_out <= 1'b0;
        alu_N_out <= alu_out[WIDTH - 1];
    end
endmodule 
File: flow/run.sh
#!/bin/bash
# OpenROAD 26Q1-2900-gdf79404cd8, Yosys 0.63+post, stock flow scripts
make -C /OpenROAD-flow-scripts/flow DESIGN_CONFIG=/design/flow/config.mk WORK_HOME=/design/flow/orfs finish
File: flow/config.mk
export PLATFORM = sky130hd
export DESIGN_NAME = alu_c
export DESIGN_NICKNAME = alu_c
export VERILOG_FILES = /design/flow/design.v
export SDC_FILE = /design/flow/constraint.sdc
export NUM_CORES = 4
export LEC_CHECK = 1
export CORE_AREA = 10 10 85 85
export DIE_AREA = 0 0 95 95
File: flow/constraint.sdc
current_design alu_c

set clk_period 15.9
set clk_io_pct 0.2

create_clock -name clk0 -period $clk_period

set non_clock_inputs [all_inputs -no_clocks]
set_input_delay [expr $clk_period * $clk_io_pct] -clock clk0 $non_clock_inputs
set_output_delay [expr $clk_period * $clk_io_pct] -clock clk0 [all_outputs]
==> results.cfg <==
; generated from flow reports
[routing]
totalWireLength_um = 4029
vias = 1466
drt_first_pass_iters = 4
final_antenna_net_count = 0
antenna_cells = 0
drc = 0
vias_per_cell = 4.807
drtIter0Drc = 53
wire_per_inst_um = 13.21

[sta]
max_slew_margin = 0.6521
rsz0062_at_grt = no
setup_tns_ns = 0
maxSlewViolCount = 0
clock.fmax_ghz = 0.09652
final-setup-viol-count = 0
worst_pin_slew_ns = 0.5203
fin_crit_sh = 0.6516
hold_violations = 0
min_period_ns = 10.36

[cells_and_area]
syn_to_final_growth_pct = 47.08
combGateArea_sq_um = 1212
final_cell_area_sq_um = 1861
clock_buffers = 0
nFillCells = 608
register_area_sq_um = 0
layout-drive-gt1-share = 0.04721
flops = 0

[critical_path]
cp_slowest_cell = clkdlybuf4s50_1
worstPathArrival_ns = 7.18
crit_required_ns = 12.72
crit_chain = clkdlybuf4s50_1 -> nor3_1 -> and3b_1 -> nor2_1 -> xnor2_1 -> ha_1 -> or3_4 -> or2_1 -> o211a_4 -> or4_1 -> a21oi_1 -> a31oi_1 -> a2111oi_2 -> clkdlybuf4s50_1
cp_slowest_stage_delay_ns = 0.52
worst-setup-path-type = input pin to output pin
crit_top_cell = clkdlybuf4s50_1
worstSetupStartpoint = alu_B_in[2]
endpoint = alu_Z_out
path_depth = 14
critPathMaxFanout = 7
end_kind = output pin
cp-start-kind = input pin
worstPathBufferInverterCount = 2
path_delay_family = simple AND/OR/NAND/NOR gates

[power]
powerDensity_nw_per_um2 = 54.38
p_leak_nw = 0.7452
ir_worst_vdd_mv = 0.01139

[clock_network]
postCtsSetupRepairBufs = 0
cts_hold_buf = 0
cts_resized = 0

[synthesis]
synthCells = 184
synth_seq_share = 0
synthTopCellsByCount = 23 x nor2_1, 19 x xnor2_1, 17 x ha_1
synthesis.area_sq_um = 1265
yosysWarnings = 1
syn_avg_cell_area_sq_um = 6.875
synth_cell_type_count = 44
yosysMostFrequentCell = nor2_1
yosys.area.top_type_share = 0.1682
synthTopCellsByArea = ha_1 17%, xnor2_1 13%, nor2_1 6.8%
yosys_area_sq_um = 1265
yosysCellCount = 184
yosys.area.top_type = ha_1

[grt]
grt_pass1_wl_um = 6389
grt_max_degree = 17
antenna_found_initial = 0
grtUsageTotal = 0.08482
grt_pass1_vias = 1471
grt-ovfl-total = 0

[floorplanning]
io_pins = 52
initial_core_util = 0.2311
core_sq_um = 5473
die-width_um = 95
dieHeight_um = 95
rows = 27
die_area_sq_um = 9025

[place]
place_area_sq_um = 1861
dp_hpwl_um = 3640
numPortBuffers = 52
gp_congestion = 0.8534

[hold_path]
hp-class = input pin to output pin
hold_path_depth = 5

[outcome]
status = finished clean

[job]
drv_cap = 0
openroad.warnings = 32
==> cell type report <==
type                       instances  area share
tap                               72     0.04842
timing repair buffer              52      0.2798
inverter                          10     0.02017
multi-input combinational        171      0.6516
==> per-layer routing <==
metal / track usage / wire length [um]
met1: 0.1105 / 1874
met3: 0.01122 / 174
met2: 0.1539 / 1980
met4: 0 / 0
met5: 0 / 0
==> where the power goes <==
part	leakage (nW)	internal [mW]	switching [mW]
clock	0	0	0
combinational	0.745	0.0577	0.0435
sequential	0	0	0
total	0.745	0.0577	0.0435
==> per-stage QoR <==
step	instances	utilization	setup slack (ns)	hold WS (ns)	power (mW)
after global routing	305	0.3400	5.256	7.454	0.1128
after floorplan	184	-	6.870	6.491	0.05381
final	305	0.3400	5.539	7.389	0.1012
after detailed placement	305	0.3400	5.557	7.412	0.1023
after CTS	305	0.3400	5.559	7.415	0.1028
after global placement	305	0.3400	5.548	7.426	0.1028
==> cell usage in the layout (no fill, tap or decap), types with 2 or more instances in the layout <==
cell type / n
a211oi_1: 2
a21o_1: 3
a21oi_1: 13
a31oi_1: 2
and2_1: 2
and3_1: 2
clkdlybuf4s50_1: 52
ha_1: 17
inv_1: 10
nand2_1: 10
nand2b_1: 4
nand3_1: 3
nor2_1: 23
nor2b_1: 2
nor3_1: 7
nor3b_1: 2
nor4_1: 3
o211ai_1: 2
o21a_1: 4
o21ai_0: 15
o221a_2: 2
o311a_1: 2
or2_2: 4
or3_1: 5
or4_1: 3
xnor2_1: 19
xor2_1: 4
==> worst min path at each step <==
stage                from    endpoint  slack, ns
CTS           alu_A_in[0]  alu_out[0]       7.42
global route  alu_A_in[0]  alu_out[0]       7.45
finish        alu_A_in[0]  alu_out[0]       7.39
==> kinds of logic (layout without fill, tap and decap cells) <==
logic type | Yosys count | count (layout) | synth area share
adders and majority gates | 18 | 18 | 0.1840
xor gates and xnor gates | 23 | 23 | 0.1592
and+or+nand+nor | 74 | 74 | 0.3066
muxes | 2 | 2 | 0.01681
buffers and inverters | 13 | 62 | 0.04155
AOI/OAI and AO/OA | 54 | 54 | 0.2918
Power is estimated from default activity; no workload was simulated.
