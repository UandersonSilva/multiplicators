==> flow/design.v <==
module alu#(
        parameter DATA_WIDTH = 16
    )
    (
        input logic [DATA_WIDTH - 1:0] alu_A_in, alu_B_in,
        input logic  alu_op_in,
        output logic [DATA_WIDTH - 1:0] alu_out,
        output logic alu_Z_out, alu_N_out
    );
    localparam _add = 1'b0, _sub = 1'b1;
    always_comb
    begin
        if(alu_op_in)
            alu_out = alu_A_in - alu_B_in;
        else
            alu_out = alu_A_in + alu_B_in;
        if(alu_out=={DATA_WIDTH{1'b0}})
            alu_Z_out <= 1'b1;
        else
            alu_Z_out <= 1'b0;
        alu_N_out <= alu_out[DATA_WIDTH - 1];
    end
endmodule 
==> flow/run.sh <==
#!/bin/bash
# OpenROAD 26Q1-2900-gdf79404cd8, Yosys 0.63+post, stock flow scripts
make -C /OpenROAD-flow-scripts/flow DESIGN_CONFIG=/design/flow/config.mk WORK_HOME=/design/flow/orfs finish
==> flow/config.mk <==
export PLATFORM = sky130hd
export DESIGN_NAME = alu
export DESIGN_NICKNAME = alu
export VERILOG_FILES = /design/flow/design.v
export SDC_FILE = /design/flow/constraint.sdc
export NUM_CORES = 4
export LEC_CHECK = 1
export CORE_AREA = 10 10 77 77
export DIE_AREA = 0 0 87 87
==> flow/constraint.sdc <==
current_design alu

set clk_period 20.0
set clk_io_pct 0.2

create_clock -name clk0 -period $clk_period

set non_clock_inputs [all_inputs -no_clocks]
set_input_delay [expr $clk_period * $clk_io_pct] -clock clk0 $non_clock_inputs
set_output_delay [expr $clk_period * $clk_io_pct] -clock clk0 [all_outputs]
==> ci_impl_report.md <==
## Synthesis and layout report

| Metric | Value |
|---|---|
| Outcome | `complete, no violations` |
| Cells resized by post-CTS repair | `0` |
| ANT nets after route | `0` |
| DRT Pass-1 Iters | `5` |
| Synth Area in Adders | `21.0%` |
| FF+latch area | `0 sq um` |
| Vias in the first global route | `1113` |
| GRT Overall Usage | `8.37%` |
| IO buf count | `51` |
| Max capacitance violation total | `0` |
| Post-Layout Cell Count | `249` |
| Final Cycle Share | `62.0%` |
| Fin. max-slew vios | `0` |
| Die H | `87 microns` |
| Via count | `1166` |
| Layout cells sized above 1 | `2.03%` |
| Warnings from Yosys | `1` |
| Top Layout Cells | `clkdlybuf4s50_1 (51), nor2_1 (25), xnor2_1 (21), ha_1 (16), a21oi_1 (14)` |
| Hold Slack | `9010 ps` |
| Ao+oa area frac | `25.0%` |
| Static Leak | `0.624 nW` |
| Sequential share of the synthesized area | `0%` |
| Final WS setup | `7600 ps` |
| CP max stage delay | `550 ps` |
| Setup total negative slack | `0 ps` |
| Least-Margin Pin Slew | `541 ps` |
| Area delta synth->final | `53.5%` |
| Area share, top type | `19.1%` |
| Yosys Instances | `149` |
| Power per cell area | `43.7 nW/um^2` |
| F_max | `0.0806 GHz` |
| Log Warnings | `32` |
| Slew HR | `63.8%` |
| Commonest Layout Cell | `clkdlybuf4s50_1` |
| Die X | `87 microns` |
| Synth area leader | `ha_1` |
| Final Hold Viols | `0` |
| Post-CTS setup buffers | `0` |
| RSZ-0062 raised after global routing | `no` |
| CP Capture Type | `output pin` |
| CTS Hold Bufs | `0` |
| Synth unique cells | `37` |
| Ports | `51` |
| Worst slack at placement | `7530 ps` |
| Simple share | `26.2%` |
| Worst path slowest cell | `or4_1` |
| Cell area leaders | `ha_1 (19%), xnor2_1 (18%), nor2_1 (9.0%)` |
| Kind of start point of the critical path | `input pin` |
| Layout Utilization | `36.9%` |
| Pin count of the biggest net entering global routing | `16` |
| Mux area share | `0.956%` |
| WL/cell | `13.2 microns` |
| Total Wirelength | `3290 microns` |
| DP Wirelength | `3020 microns` |
| Vias per cell | `4.68` |
| Syn Area/Cell | `7.03 sq um` |
| Worst path bufs/invs | `3` |
| Fin crit period | `12400 ps` |
| Core Region | `4350 sq um` |
| Inst Count DP | `249` |
| First-pass GRT wire length | `5400 microns` |
| Area reported by Yosys stat | `1050 sq um` |
| Critical path's top delay family | `simple AND/OR/NAND/NOR gates` |
| Iter 0 DRT Violations | `39` |
| HP Class | `input pin to output pin` |
| Antenna diode count | `0` |
| Critical path type | `input pin to output pin` |
| Final global-route overflow total | `0` |
| Most common cell on crit path | `or4_1` |
| Crit path DRT | `16000 ps` |
| WP data arrival | `8400 ps` |
| Worst-path fanout max | `6` |
| Die ar. | `7570 sq um` |
| # DRC | `0` |
| Final Setup Violations | `0` |
| Initial antenna violation count | `0` |
| Critical Path, Cell by Cell | `clkdlybuf4s50_1, inv_1, ha_1, nand2b_1, nor2_1, nor2_1, xnor2_1, ha_1, a2111oi_0, a21oi_1, xor2_1, or4_1, or4_1, or4_1, nor4b_2, clkdlybuf4s50_1` |
| FP Core Util | `24.1%` |
| Main logic family | `simple AND/OR/NAND/NOR gates` |
| Worst vdd ir | `0.0119 mV` |
| Clkbuf count | `0` |
| Mapped cell area | `1050 sq um` |
| Synth Instances | `149` |
| Fillers | `436` |
| Row count | `24` |
| RePlAce Congestion | `0.825` |
| Num sequential | `0` |
| XORs/XNORs by Area | `22.6%` |
[cell type report]
cell class / count / area, sq um / area share [%]
Multi-Input combinational cell: 138 / 1000 / 62.3
Tap cell: 52 / 65.1 / 4.05
Inverter: 8 / 30.0 / 1.87
Timing Repair Buffer: 51 / 510 / 31.8
[cells by family (layout without fill, tap and decap cells)]
kind of cell,Yosys count,in the layout
AOI/OAI and AO/OA,39,39
adders and majority gates,17,17
buffers and inverters,11,59
and+or+nand+nor,54,54
xor gates and xnor gates,27,27
muxes,1,1
[worst paths after layout]
kind              depth (start not counted)    endpoint        start  slack [ps]
setup / recovery                         16   alu_Z_out  alu_B_in[0]        7600
hold / removal                            5  alu_out[0]  alu_A_in[0]        9010
[Yosys cell counts (all sizes together), types with 3 or more instances]
| master | number |
|---|---|
| nor3 | 6 |
| o21ai | 3 |
| a21oi | 14 |
| nand2 | 4 |
| xor2 | 6 |
| a21o | 3 |
| nand3 | 3 |
| o21a | 4 |
| ha | 16 |
| inv | 8 |
| or4 | 3 |
| xnor2 | 21 |
| a31oi | 4 |
| nand2b | 3 |
| nor2 | 25 |
| or3 | 3 |
[tightest hold or removal path: cells and delay by family]
kind	cells	cell delay, ps
adders and majority gates	1	120
buffers and inverters	4	900
[where the power goes]
group	leakage, nW	internal [mW]	switching, mW
clock	0	0	0
combinational	0.624	0.0420	0.0283
sequential	0	0	0
total	0.624	0.0420	0.0283
[layer usage]
layer	track usage (%)	share of wire (%)	vias up
met3	1.04	4.1	0
met1	11.3	47	505
met4	0.295	0	0
li1	-	-	641
met5	0	0	-
met2	14.5	49	20
[stage by stage]
stage / power (mW) / area, sq um
after floorplan: 0.0360 / 1050
after global placement: 0.0713 / 1610
after detailed placement: 0.0713 / 1610
after CTS: 0.0715 / 1610
after global routing: 0.0791 / 1610
final: 0.0703 / 1610
Power figures rest on the tool's default switching activity, not on a simulated workload.
